==> design/flow/design.v <==
module ha(
	input  a,
	input  carry_in,
	output sum,
	output carry_out);
	assign sum       = a ^ carry_in;
	assign carry_out = a & carry_in;
endmodule
module int_carry_adder #(parameter DATA_WIDTH=32)
       (input      [DATA_WIDTH-1:0] data_in,
	input                       carry_in,
	output     [DATA_WIDTH-1:0] sum,
	output                      carry_out
	);
	wire [DATA_WIDTH:0] carry_intrnl;
	genvar i;
	generate
		for(i=0;i<DATA_WIDTH;i=i+1) begin
			ha i_ha(
				.a(data_in[i]),
				.carry_in(carry_intrnl[i]),
				.sum(sum[i]),
				.carry_out(carry_intrnl[i+1]));
		end
	endgenerate
	assign carry_intrnl[0] = carry_in;
	assign carry_out       = carry_intrnl[DATA_WIDTH];
endmodule
==> design/flow/run.sh <==
#!/bin/bash
# OpenROAD 26Q1-2900-gdf79404cd8, Yosys 0.63+post, stock flow scripts
make -C /OpenROAD-flow-scripts/flow DESIGN_CONFIG=/design/flow/config.mk WORK_HOME=/design/flow/orfs finish
==> design/flow/config.mk <==
export PLATFORM = sky130hd
export DESIGN_NAME = int_carry_adder
export DESIGN_NICKNAME = int_carry_adder
export VERILOG_FILES = /design/flow/design.v
export SDC_FILE = /design/flow/constraint.sdc
export NUM_CORES = 4
export LEC_CHECK = 1
export CORE_AREA = 10 10 79 79
export DIE_AREA = 0 0 89 89
==> design/flow/constraint.sdc <==
current_design int_carry_adder

set clk_period 8.1
set clk_io_pct 0.2

create_clock -name clk0 -period $clk_period

set non_clock_inputs [all_inputs -no_clocks]
set_input_delay [expr $clk_period * $clk_io_pct] -clock clk0 $non_clock_inputs
set_output_delay [expr $clk_period * $clk_io_pct] -clock clk0 [all_outputs]
==> CHANGELOG.md <==
## Flow update

- Crit. End Element: primary output
- First-pass GRT wire length: 3100 µm
- Place WS: -1.22 ns
- DRC viols: 0
- Hold-fix buffers at CTS: 0
- Vias: 542
- Leakage dissipation: 0.539 nW
- Hold Crit Start: carry_in
- Final wirelength: 2030 µm
- Worst slew margin: 91.1%
- Die Area: 7920 µm²
- DRT Pass-1 Iters: 2
- # clk buffers: 0
- Syn Std Cell Area: 641 µm²
- Warnings, synthesis: 0
- DRT antenna net count: 0
- Yosys cell count: 64
- Final number of hold-violating endpoints: 0
- VDD IR max: 11.3 µV
- Share of cells above drive strength 1: 39.8%
- OpenROAD warning count: 35
- GR Overflow Total: 0
- Sequential cell area: 0 µm²
- Crit path kind: input pin to primary output
- Failing checks: setup timing
- CP dominant cell by count: ha_4
- Sequential cells: 0
- Vias/cell: 3.57
- Worst-margin pin slew: 0.133 ns
- Syn_area_per_cell: 10.0 µm²
- Cell count after synthesis: 64
- Startpoint types: input pin
- GPL Wtd Cong: 0.691
- Worst setup margin: -0.295 ns
- WL per Instance: 13.4 µm
- Worst Path Arrival: 6.78 ns
- Sequential area share after synthesis: 0%
- Fin. max-slew vios: 0
- Number of core rows: 25
- Max-cap viol count: 0
- Unrepaired setup endpoints after global routing: yes
- Worst setup path startpoint: data_in[0]
- Post-DP HPWL: 1940 µm
- CP Capture Point: sum[31]
- Core Util, Final: 32.9%
- CP max stage delay: 0.25 ns
- # IOs: 66
- Initial drt markers: 2
- Worst Path Buf+Inv: 2
- CP Depth: 34
- F_max: 119 MHz
- Worst hold path type: input pin to primary output
- Initial antenna violation count: 0
- Core ar.: 4660 µm²
- Port bufs: 66
- Vias in the first global route: 639
- Unique masters post-synth: 2
- Final period demand of the worst path: 8.40 ns
- Yosys stat area: 641 µm²
- GRT Total Usage: 4.77%
- Largest net degree at the start of global routing: 2
- Layout overhead on the synthesized area: 139%
- Power per cell area: 29.9 nW/µm²
- Die Wd: 89 µm
- Outcome: finished with violations
- Setup-failing EPs final: 3
- CP top delay family: adder cells
- Critical path's slowest cell: ha_4
- Crit path required time: 6.48 ns
- Maximum fanout along the worst path: 1
- Die height: 89 µm
- Crit share post-route: 104%
- # diodes: 0
- Floorplan core density: 13.7%
[per-layer routing]
metal | routed length [µm] | vias to the layer above | global-route usage [%]
met2 | 691 | 58 | 7.05
met4 | 0 | 0 | 0
met5 | 0 | - | 0
met1 | 864 | 224 | 5.66
met3 | 476 | 0 | 3.76
li1 | - | 260 | -
[cells in the final DEF, fill, tap and decap left out]
| master | n |
|---|---|
| buf_6 | 6 |
| clkbuf_2 | 1 |
| clkdlybuf4s15_1 | 1 |
| clkdlybuf4s50_1 | 55 |
| dlygate4sd2_1 | 2 |
| dlymetal6s2s_1 | 1 |
| ha_4 | 32 |
[power breakdown]
part,internal [mW],switching (mW)
sequential,0,0
clock,0,0
combinational,0.0339,0.0119
[cell usage after synthesis]
library cell	n	area share [%]
ha_1	32	62
buf_4	32	37
[layout make-up]
| cell class | count | area (µm²) |
|---|---|---|
| Fill cell | 448 | 3130 |
| Multi-Input combinational cell | 32 | 801 |
| Timing Repair Buffer | 66 | 663 |
| Tap cell | 54 | 67.6 |
[per-stage QoR]
step                      cells  total power, mW  area, µm²  TNS [ns]  hold WS, ns
after floorplan              64           0.0178       1040    -0.371         3.33
after global placement      152           0.0455       1530     -6.13         4.26
after detailed placement    152           0.0465       1530     -6.35         4.27
after CTS                   152           0.0479       1530    -0.773         3.90
after global routing        152           0.0516       1530     -1.17         3.92
final                       152           0.0458       1530    -0.650         3.89
[what timing repair did]
item	in CTS	in global routing
buffers inserted	0	0
resized	31	3
pin swaps	31	0
gates cloned	0	0
setup endpoints to repair	9	6
[cells by family after synthesis]
| group | Yosys count | synth area share, % |
|---|---|---|
| adder cells (fa/ha/maj) | 32 | 62.5 |
| buffers and inverters | 32 | 37.5 |
[how the worst min path moves through the flow]
| stage | end | cells past startpoint |
|---|---|---|
| final | sum[0] | 3 |
| after global routing | sum[0] | 3 |
| after CTS | sum[0] | 3 |
[tightest hold or removal path, stage by stage]
cell             delay, ns
buf_6                 0.07
ha_4                  0.11
clkdlybuf4s50_1       0.47
No activity file was given, so power comes from the tool's default toggle rates.
